**flow/run.sh**
```bash
#!/bin/bash
# OpenROAD 26Q1-2900-gdf79404cd8, Yosys 0.63+post, stock flow scripts
make -C /OpenROAD-flow-scripts/flow DESIGN_CONFIG=/design/flow/config.mk WORK_HOME=/design/flow/orfs finish
```
**flow/config.mk**
```make
export PLATFORM = sky130hd
export DESIGN_NAME = up_sampler
export DESIGN_NICKNAME = up_sampler
export VERILOG_FILES = /design/flow/design.v
export SDC_FILE = /design/flow/constraint.sdc
export NUM_CORES = 4
export LEC_CHECK = 1
export CORE_AREA = 10 10 70 70
export DIE_AREA = 0 0 80 80
```
**flow/constraint.sdc**
```tcl
current_design up_sampler

set clk_period 3.1
set clk_io_pct 0.2

create_clock -name clk0 -period $clk_period [get_ports {aclk}]

set non_clock_inputs [all_inputs -no_clocks]
set_input_delay [expr $clk_period * $clk_io_pct] -clock clk0 $non_clock_inputs
set_output_delay [expr $clk_period * $clk_io_pct] -clock clk0 [all_outputs]
```
**flow/design.v**
```verilog
`timescale 1ns / 1ps
module up_sampler #(
  parameter I_FACTOR = 4,
  parameter ZERO_ORDER_HOLD = 0,
  parameter TDATA_WIDTH = 8
)(
  input wire aclk,
  input wire aresetn,
  input  wire                   s_axis_tvalid,
  output wire                   s_axis_tready,
  input  wire [TDATA_WIDTH-1:0] s_axis_tdata,
  output wire                   m_axis_tvalid,
  input  wire                   m_axis_tready,
  output wire [TDATA_WIDTH-1:0] m_axis_tdata
);
  localparam SHIFT_REG_WIDTH = I_FACTOR;
  reg  [SHIFT_REG_WIDTH-1:0] shift_reg;
  wire                       shift_reg_sload;
  wire                       shift_reg_en;
  always @(posedge aclk or negedge aresetn) begin
    if (!aresetn) begin
      shift_reg <= {SHIFT_REG_WIDTH{1'b0}};
    end else if (shift_reg_sload) begin
      shift_reg <= {1'b1, {(SHIFT_REG_WIDTH - 1){1'b0}}};
    end else if (shift_reg_en) begin
      shift_reg <= {1'b0, shift_reg[SHIFT_REG_WIDTH-1:1]};
    end
  end
  assign shift_reg_sload = (s_axis_tvalid && s_axis_tready);
  assign shift_reg_en = (m_axis_tvalid && m_axis_tready);
  reg  [TDATA_WIDTH-1:0] data_reg;
  wire                   data_reg_en;
  wire                   data_reg_sclr;
  always @(posedge aclk) begin
    if (data_reg_en) begin
      data_reg <= s_axis_tdata;
    end else if (data_reg_sclr) begin
      data_reg <= {TDATA_WIDTH{1'b0}};
    end
  end
  assign data_reg_en = (s_axis_tvalid && s_axis_tready);
  assign data_reg_sclr = !ZERO_ORDER_HOLD && (m_axis_tvalid && m_axis_tready);
  assign s_axis_tready = ~|shift_reg[I_FACTOR-1:1] && (!m_axis_tvalid || m_axis_tready);
  assign m_axis_tvalid = |shift_reg;
  assign m_axis_tdata = data_reg;
endmodule
```
==> summary.txt <==
Notes on the physical design

The portion of netlist area occupied by mux cells is 3.90%. The count of cells resized by post-cts repair is 0. Buffers inserted to repair hold after CTS numbered 0. The final worst-path cycle share is 79.9%. The chip footprint is 0.00640 mm².

Yosys reported a register bit count of 12. Measured along the y axis, the die boundary spans 80 µm. The placer congestion estimate is 0.650. The synthesized-area fraction occupied by xor and xnor cells is 0%.

The buffer depth of the longest clock path is 2. Hold is met by 539 ps. The summed instance area of the synthesized netlist is 577 µm². The reported leakage power is 0.000333 µW. Detailed-route iteration 0 reported a violation count of 4. The clock net in this run drives a total of 12 sinks. Buffers placed on the I/O ports in this run total 21. The max-slew violation count is 0. The initial antenna violation count was 0. The tally of nets with antenna violations remaining after routing is 0.

The detailed-route wire length per cell is 10.5 µm. After technology mapping, the gate count stands at 42. The insertion delay of the later-clocked pin in the worst-skew pair is 260 ps.

The total wirelength of the detailed-routed design is 1200 µm. In the Yosys report, the sequential cells make up 59.0% of the chip area. The number of fill cells is 376. The number of placed instances with taps included is 110. After Yosys synthesis, and, or, nand and nor cells account for 22.1% of the synthesized area. Post-CTS timing repair inserted 0 buffers for setup.

Dividing the detail-routed via count by the number of cells gives 3.62. According to the floorplan report, the die width is 80 µm. The last timing report of the flow puts the setup violation total at 0. The final-report hold violation count is 0. The power density relative to cell area is 794 mW/mm².

The startpoint kind of the worst setup timing path is a primary input. The area fraction in compound gates is 5.64%. The run finished with clean final reports. The number of cell rows is 21. The post-synth area from yosys stat is 577 µm². The cell count of the worst hold path is 1. The layout summary lists the proportion of cells stronger than drive strength 1 as 25.0%.

The number of I/O pins is 22. Adding up every negative setup slack in the final design gives 0 ps. The clock slew at the register clock pins of the worst setup and hold paths is 70 ps.

TritonCTS built the clock tree. The maximum level of the CTS H-tree is 1. The worst clock skew is 1.05 ps.

The data required time of the worst path is 2480 ps. The number of maximum-capacitance constraint violations is 0. The worst reg2reg path depth is 3.

The DRC violation count after routing is 0. The kind of critical path is in -> out. The register with the most flip-flops in the layout has 8 of them. The area growth from synthesis to layout is 52.1%. The highest ir drop seen on vdd is 0.226 mV. The detailed router placed 413 vias in this run. The half-perimeter wire length of the detailed placement result is 1000 µm. The critical-path maximum fanout is 6. The via count of the first global-routing pass is 437.

The worst relative slew slack is 71.8%. The repair_antennas step left the layout with diodes totalling 0. In this run the worst hold path is classified as reg -> reg. The pin slew with the least headroom to its limit is 419 ps. The total tool warning count is 25. Excluding fillers, the count of instances in the completed layout stands at 114.

Before placement the cells fill 16.9% of the core. The yosys stat cell total is 42. The synthesized area divided by synthesized cell count is 13.7 µm².

The time the worst path needs with I/O delays and setup is 2480 ps. The global-route wire length before repair is 1940 µm. CTS placed an instance of sky130_fd_sc_hd__clkbuf_4 at the clock tree root. The tally of yosys warning messages is 1. Entering global routing, the biggest net connects 13 pins. Synthesis instantiated 16 different standard cells from the library.

After floorplanning, the core was sized to cover 0.00342 mm². Overall routing resource usage recorded by global route was 3.84%. Setup repair after global routing left no endpoint under its margin. The worst setup path is captured at a primary output.

The CTS report gives the tree buffer count as 3. Derived from the worst setup path, the maximum achievable clock frequency is 404 MHz. The overall overflow remaining after global route is 0. The area fraction in full adders, half adders and majority gates is 0%.

Yosys shows that the main logic family after synthesis is simple AND/OR/NAND/NOR gates. The first detailed-routing pass ran for 2 iterations. The data arrival time at the worst-slack endpoint is 1860 ps.
## through the flow
step / util, % / cell area [µm²] / power (µW) / worst slack, ps
finish: 25.7 / 877 / 696 / 624
global placement: 24.9 / 851 / 608 / 612
CTS: 25.7 / 877 / 709 / 611
global route: 25.7 / 877 / 751 / 554
detailed placement: 24.9 / 851 / 613 / 608
floorplan: - / 577 / 439 / 1030
## cell usage in the layout, fill, tap and decap left out
cell                              count
sky130_fd_sc_hd__edfxtp_1             8
sky130_fd_sc_hd__or3_4                1
sky130_fd_sc_hd__clkdlybuf4s50_1     21
sky130_fd_sc_hd__nor2b_1              1
sky130_fd_sc_hd__dfrtp_1              4
sky130_fd_sc_hd__or2_1                1
sky130_fd_sc_hd__nor2_1               1
sky130_fd_sc_hd__inv_1                9
sky130_fd_sc_hd__buf_4                3
sky130_fd_sc_hd__o41ai_1              1
sky130_fd_sc_hd__clkbuf_4             3
sky130_fd_sc_hd__clkinv_1             2
sky130_fd_sc_hd__nor4_2               8
sky130_fd_sc_hd__a21o_1               1
sky130_fd_sc_hd__mux2_2               2
sky130_fd_sc_hd__o31ai_1              1
sky130_fd_sc_hd__o32ai_1              1
## cells in the mapped netlist
master                     number  area (µm²)
sky130_fd_sc_hd__or3_4          1        11.3
sky130_fd_sc_hd__o31ai_1        1        7.51
sky130_fd_sc_hd__o32ai_1        1        8.76
sky130_fd_sc_hd__inv_1          9        33.8
sky130_fd_sc_hd__dfrtp_1        4         100
sky130_fd_sc_hd__nor2b_1        1        6.26
sky130_fd_sc_hd__a21o_1         1        7.51
sky130_fd_sc_hd__mux2_2         2        22.5
sky130_fd_sc_hd__o41ai_1        1        8.76
sky130_fd_sc_hd__edfxtp_1       8         240
sky130_fd_sc_hd__buf_6          1        11.3
sky130_fd_sc_hd__buf_2          1        5.00
sky130_fd_sc_hd__nor4_2         8         100
sky130_fd_sc_hd__or2_1          1        6.26
sky130_fd_sc_hd__clkinv_1       1        3.75
sky130_fd_sc_hd__nor2_1         1        3.75
## critical path: stages
cell and delay, ps:
sky130_fd_sc_hd__clkdlybuf4s50_1 580, sky130_fd_sc_hd__nor2b_1 100, sky130_fd_sc_hd__nor2_1 90, sky130_fd_sc_hd__clkdlybuf4s50_1 470
## cell families (layout without fill, tap and decap cells)
group	Yosys count	count (layout)
flops	12	12
compound gates	4	4
mux	2	2
buf+inv	12	38
simple gates	12	12
## metal layers
layer / up-vias / GRT usage [%] / wire length [µm]
li1: 205 / - / -
met1: 197 / 3.90 / 438
met2: 11 / 7.06 / 651
met3: 0 / 2.16 / 107
met4: 0 / 0 / 0
met5: - / 0 / 0
## report_power, final
part	total, µW	switching (µW)	internal (µW)
clock	94.5	48.0	46.5
sequential	297	33.4	264
combinational	305	116	189
## worst paths after layout
check | from | to | slack [ps]
setup / recovery | m_axis_tready | s_axis_tready | 620
hold / removal | shift_reg[1] | shift_reg[0] | 540
setup reg to reg | shift_reg[1] | data_reg[6] | 1250
hold reg to reg | shift_reg[1] | shift_reg[0] | 540
max in group asynchronous | aresetn | shift_reg[3] | 2380
min in group asynchronous | aresetn | shift_reg[2] | 550
## layout make-up
type	count	area (µm²)	area share, %
multi-input combinational	18	183	20.8
clock buffer	3	22.5	2.57
sequential	12	340	38.8
tap	46	57.6	6.56
timing repair buffer	24	233	26.5
clock inverter	1	3.75	0.428
inverter	10	37.5	4.28
Power figures rest on the tool's default switching activity, not on a simulated workload.
