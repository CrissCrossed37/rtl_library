==> design.v <==
`timescale 1ns / 1ps
module down_sampler #(
  parameter D_FACTOR = 4,
  parameter TDATA_WIDTH = 8
)(
  input wire aclk,
  input wire aresetn,
  input  wire                   s_axis_tvalid,
  output wire                   s_axis_tready,
  input  wire [TDATA_WIDTH-1:0] s_axis_tdata,
  output wire                   m_axis_tvalid,
  input  wire                   m_axis_tready,
  output wire [TDATA_WIDTH-1:0] m_axis_tdata
);
  reg  [D_FACTOR-1:0] ring_cntr;
  wire                ring_cntr_en;
  always @(posedge aclk or negedge aresetn) begin
    if (!aresetn) begin
      ring_cntr <= 1;
    end else if (ring_cntr_en) begin
      ring_cntr <= {ring_cntr[D_FACTOR-2:0], ring_cntr[D_FACTOR-1]};
    end
  end
  assign ring_cntr_en = (s_axis_tvalid && s_axis_tready);
  assign s_axis_tready = m_axis_tready;
  assign m_axis_tvalid = (s_axis_tvalid && s_axis_tready) && ring_cntr[0];
  assign m_axis_tdata = s_axis_tdata;
endmodule
==> run.sh <==
#!/bin/bash
# OpenROAD 26Q1-2900-gdf79404cd8, Yosys 0.63+post, stock flow scripts
make -C /OpenROAD-flow-scripts/flow DESIGN_CONFIG=/design/flow/config.mk WORK_HOME=/design/flow/orfs finish
==> config.mk <==
export PLATFORM = sky130hd
export DESIGN_NAME = down_sampler
export DESIGN_NICKNAME = down_sampler
export VERILOG_FILES = /design/flow/design.v
export SDC_FILE = /design/flow/constraint.sdc
export NUM_CORES = 4
export LEC_CHECK = 1
export CORE_AREA = 10 10 70 70
export DIE_AREA = 0 0 80 80
==> constraint.sdc <==
current_design down_sampler

set clk_period 1.6
set clk_io_pct 0.2

create_clock -name clk0 -period $clk_period [get_ports {aclk}]

set non_clock_inputs [all_inputs -no_clocks]
set_input_delay [expr $clk_period * $clk_io_pct] -clock clk0 $non_clock_inputs
set_output_delay [expr $clk_period * $clk_io_pct] -clock clk0 [all_outputs]
==> results.yml <==
# synthesis and place-and-route metrics
cells_and_area:
  postLayoutCellArea_um2: 299
  drive_gt1_share_pct: 55.0
  syn_to_final_growth_pct: 32.8
  largest_registers: "ring_cntr (4)"
  fin_util_pct: 8.75
  fillCellCount: 407
  layout_top_cells: "mux2_2 (3), clkbuf_4 (3), dlygate4sd2_1 (3), dfrtp_1 (3), clkdlybuf4s50_1 (2)"
  largest_register_ffs: 4
  instances_no_fill: 66
  regMostFlops: "ring_cntr"
clock_network:
  cts_made_buffers: 3
  ctsHtreeMaxLevel: 1
  cts_setup_buffers: 0
  cts_tree: "built"
  clock_sinks: 4
  cts_root_buffer: "clkbuf_4"
  cts_resized: 4
  clock_path_buffers: 2
  cts_hold_buf: 0
  clk_latency_ps: 240
  path_clk_slew_ps: 40
hold_path:
  min_path_type: "primary input to asynchronous set/reset pin"
synth:
  synth.distinct_cells: 7
  ys_cells: 19
  synth_cells: 19
  yosysWarnings: 1
  mappedNetlistArea_um2: 225
  yosysSeqAreaShare_pct: 45.0
  ys_ff: 4
  top_cell_area_share_pct: 33.3
  yosys.area.top_type: "dfrtp_1"
  ys_area_um2: 225
  synthTopCellsByArea: "dfrtp_1 (33%), buf_4 (30%), mux2_2 (15%)"
  avgSynthCellArea_um2: 11.9
sta:
  rsz0062_at_grt: "false"
  max_freq_mhz: 684
  finalMaxSlewViolations: 0
  holdWs_ps: 278
  worst_pin_slew_ps: 171
  period_needed_ps: 1460
  fin_crit_sh_pct: 91.4
  slew_headroom_pct: 88.5
  hold_viol_final: 0
  setup_viol: 0
  skew_ps: 0.666
  layout_setup_ws_ps: 138
  finalSetupTns_ps: 0
critical_path:
  critPathArrivalTime_ps: 1140
  cp.required_ps: 1280
  crit_type: "register to output pin"
  worstSetupEndpointType: "output pin"
  cp-start-kind: "register"
  cp_max_fo: 2
floorplanning:
  die_y_um: 80
  dieArea_mm2: 0.00640
  coreArea_mm2: 0.00342
  rows: 21
  ios: 22
  fp_util_pct: 6.59
  die_width_um: 80
placed_design:
  place_area_um2: 273
  port_buffers: 5
  placed_cells: 62
  gp_congestion: 0.672
  place_ws_ps: -272
drt:
  firstDrtPassIters: 2
  vias: 108
  wl_per_cell_um: 6.38
  antenna_cells: 0
  drt-initial-drc-count: 5
  drtAntennaViolNets: 0
  routed_wl_um: 421
  remaining_drc_errors: 0
  via_per_inst: 1.64
global_routing:
  grt_pass1_vias: 137
  grt_pass1_wl_um: 655
  grt_overflow_total: 0
  grt_start_max_net_pins: 5
  track_usage_pct: 1.39
  grt_antenna_before_repair: 0
power_and_ir_drop:
  p_total_mw: 0.257
  seqPwrFrac_pct: 39.6
  powerDensity_mw_per_mm2: 860
  irDropWorstVdd_uv: 388
  leakagePower_nw: 0.131
  p_int_mw: 0.205
  switchingPower_mw: 0.0519
  switching_share_pct: 20.2
  combPwrFrac_pct: 6.3
  pwr-share-clk_pct: 54.1
run_status:
  status: "complete, no violations"
run:
  warnings: 25
  drv_cap: 0
## synth_stat cells, drive strengths merged
library cell  number
mux2               3
dfrtp              3
dfstp              1
and3               1
a21o               1
nand2              1
buf                9
## final cells by class
class	count	area (um^2)	share of cell area [%]
flip-flops and latches	4	101	33.9
multi-input cells	6	60.1	20.1
well taps	46	57.6	19.2
repair buffers	6	53.8	18.0
clock buffers	4	26.3	8.79
## critical path, stage by stage (launching register included)
cell and delay (ps):
dfstp_2 510, and3_4 180, dlygate4sd2_1 210
## final timing paths
kind | startpoint | to | slack, ps | cells after the start
min in group clk0 | ring_cntr[1]$_DFFE_PN0P_ | ring_cntr[1]$_DFFE_PN0P_ | 480 | 1
max in group asynchronous | aresetn | ring_cntr[0]$_DFFE_PN1P_ | 1090 | 1
worst min register to register | ring_cntr[1]$_DFFE_PN0P_ | ring_cntr[1]$_DFFE_PN0P_ | 480 | 1
worst max register to register | ring_cntr[0]$_DFFE_PN1P_ | ring_cntr[1]$_DFFE_PN0P_ | 760 | 2
worst min-delay path | aresetn | ring_cntr[1]$_DFFE_PN0P_ | 280 | 1
worst max-delay path | ring_cntr[0]$_DFFE_PN1P_ | m_axis_tvalid | 140 | 2
## power by group through the flow
stage         combinational [mW]  clock [mW]  sequential [mW]
CTS                       0.0164       0.145            0.102
global route              0.0179       0.156            0.102
finish                    0.0162       0.139            0.102
## routing by layer
layer  GRT usage (%)  vias up  wire, um
li1                -       55         -
met1            2.07       45       244
met2            1.20        8       117
met3            1.25        0        59
met4           0.528        0         0
met5               0        -         0
## cell families (layout without fill, tap and decap cells)
logic type	count (synthesis)	in the layout	share of synthesized area, %
AOI/OAI and AO/OA	1	1	3.89
and+or+nand+nor	2	2	6.11
DFF	4	4	45.0
buffers and inverters	9	10	30.0
muxes	3	3	15.0
Power and IR drop assume default switching activity.
