### /design/flow/design.v
`timescale 1ns / 1ps
module fs_4_mixer #(
  parameter DATA_WIDTH = 8
)(
  input  wire clk_i,
  input  wire reset_ni,
  input  wire                  valid_i,
  output wire                  ready_o,
  input  wire [DATA_WIDTH-1:0] I_i,
  input  wire [DATA_WIDTH-1:0] Q_i,
  input  wire                  dir_i,
  output wire                  valid_o,
  input  wire                  ready_i,
  output reg  [DATA_WIDTH-1:0] I_o,
  output reg  [DATA_WIDTH-1:0] Q_o
);
  reg [1:0] cntr = 0;
  wire      cntr_en;
  wire      cntr_dir;
  assign cntr_en = (valid_i && ready_o);
  assign cntr_dir = dir_i;
  always @(posedge clk_i) begin
    if (cntr_en) begin
      if (cntr_dir) begin
        cntr <= cntr + 1'd1;
      end else begin
        cntr <= cntr - 1'd1;
      end
    end
  end
  assign ready_o = ready_i;
  assign valid_o = valid_i;
  always @(*) begin
    case(cntr)
      2'd0 : {I_o, Q_o} = {+I_i, +Q_i};
      2'd1 : {I_o, Q_o} = {-Q_i, +I_i};
      2'd2 : {I_o, Q_o} = {-I_i, -Q_i};
      2'd3 : {I_o, Q_o} = {+Q_i, -I_i};
    endcase
  end
endmodule
### /design/flow/run.sh
#!/bin/bash
# OpenROAD 26Q1-2900-gdf79404cd8, Yosys 0.63+post, stock flow scripts
make -C /OpenROAD-flow-scripts/flow DESIGN_CONFIG=/design/flow/config.mk WORK_HOME=/design/flow/orfs finish
### /design/flow/config.mk
export PLATFORM = sky130hd
export DESIGN_NAME = fs_4_mixer
export DESIGN_NICKNAME = fs_4_mixer
export VERILOG_FILES = /design/flow/design.v
export SDC_FILE = /design/flow/constraint.sdc
export NUM_CORES = 4
export LEC_CHECK = 1
export CORE_AREA = 10 10 75 75
export DIE_AREA = 0 0 85 85
### /design/flow/constraint.sdc
current_design fs_4_mixer

set clk_period 2.6
set clk_io_pct 0.2

create_clock -name clk0 -period $clk_period [get_ports {clk_i}]

set non_clock_inputs [all_inputs -no_clocks]
set_input_delay [expr $clk_period * $clk_io_pct] -clock clk0 $non_clock_inputs
set_output_delay [expr $clk_period * $clk_io_pct] -clock clk0 [all_outputs]
==> results_dict.tcl <==
# yosys + openroad results
set metrics [dict create \
    fill_cells 390 \
    die_area_um2 7230 \
    warnings 30 \
    top_area_cell "sky130_fd_sc_hd__ha_1" \
    distinct_cells_synth 45 \
    post_dp_cell_area_um2 1680 \
    outcome "complete, no violations" \
    timing.critical_path.required_ns 2.08 \
    relSlewSlack_pct 76.2 \
    grt.overflow.total 0 \
    flow.area_growth_from_synthesis_pct 68.3 \
    final_core_utilization_pct 44.4 \
    clockRootBuffer "sky130_fd_sc_hd__clkbuf_8" \
    max_clock_freq_mhz 396 \
    setup.worst_path.class "in -> out" \
    setup.reg_to_reg.worst_slack_ns 1.40 \
    detail_route.first_pass.iterations 4 \
    core_um2 4060 \
    yosys_register_bits 2 \
    number_of_global_route_vias_before_repair 1338 \
    synth.yosys.num_cells 146 \
    yosysMostFrequentCell "sky130_fd_sc_hd__inv_1" \
    power.leakage_uw 0.000800 \
    layout.cells.non_filler 263 \
    p_comb_share_pct 61.5 \
    clock-skew-final_ns 0.000367 \
    critical_path.endpoint_type "output port" \
    cts_buffer_depth 2 \
    top_cell_area_share_pct 7.01 \
    reg_top3 "cntr: 2 flops" \
    route.detailed.vias_per_inst 5.05 \
    buffer_ports.inserted 37 \
    drt.antenna.violating_nets 0 \
    synth.yosys.seq_area_share_pct 5.61 \
    detail_route.wl_per_cell_um 13.9 \
    die_width_um 85 \
    synth.cells.most_frequent "sky130_fd_sc_hd__inv_1 (16), sky130_fd_sc_hd__nor2_1 (12), sky130_fd_sc_hd__a21oi_1 (9), sky130_fd_sc_hd__nand2_1 (9), sky130_fd_sc_hd__nor3_1 (8)" \
    hpwlAfterDp_mm 2.95 \
    tritoncts_clock_tree "built" \
    setup_viol 0 \
    internal_power_of_the_cells_uw 281 \
    power_density_nw_per_um2 234 \
    cts-htree-levels 1 \
    period_minus_slack_ns 2.52 \
    grt_setup_unrepaired "no" \
    power_frac_seq_pct 9.6 \
    synth-area-yosys_um2 1070 \
    grt.met2_usage_pct 17.4 \
    critical_path.startpoint_type "input port" \
    vdd.ir_drop.worst_uv 272 \
    clock_sink_count 2 \
    cells_after_dpl 259 \
    syn_inst 146 \
    antenna_cells 0 \
    io_pins 39 \
    gr-usage-met1_pct 12.0 \
    grt_start_max_net_pins 18 \
    crit_path_max_fanout 5 \
    drtIter0Drc 80 \
    most_flop_heavy_register "cntr" \
    grtUsageMet3_pct 1.35 \
    predominant_post_synthesis_flop_cell "sky130_fd_sc_hd__edfxtp_1" \
    grt-busiest-layer "met2" \
    clkSlewWorstSetupHoldPaths_ns 0.03 \
    grt_first_pass_wirelength_mm 6.11 \
    synthesis.area_um2 1070 \
    hold_viol 0 \
    globalRouteTotalUtil_pct 9.56 \
    flip_flop_count_of_the_largest_register_all_copies_and_words_added 2 \
    postLayoutCellArea_um2 1800 \
    enable_flop_cells 2 \
    proportion_of_synthesized_flip_flops_having_asynchronous_set_or_reset_pct 0 \
    hp-class "reg -> reg" \
    top_cells_by_area "sky130_fd_sc_hd__ha_1 (7.0%), sky130_fd_sc_hd__mux2i_1 (5.6%), sky130_fd_sc_hd__edfxtp_1 (5.6%), sky130_fd_sc_hd__inv_1 (5.6%), sky130_fd_sc_hd__clkbuf_8 (5.1%)" \
    synth_warnings 1 \
    p_sw_share_pct 33.4 \
    pre_place_util_pct 26.4 \
    layout-drive-gt1-share_pct 41.8 \
    power_switching_uw 141 \
    average_cell_area_after_synthesis_um2 7.34 \
    final_max_slew_viol_count 0 \
    wirelength_mm 3.66 \
    insertion_delay_late_pin_ns 0.21 \
    place_congestion 0.893 \
    core.rowCount 23 \
    number_of_antenna_violations_at_the_first_check_in_global_routing 0 \
    clkPwrFrac_pct 28.9 \
    worst-slew-pin-transition_ns 0.357 \
    route.vias.total 1328 \
    route.detailed.drc 0 \
    drv_cap 0 \
    worst-endpoint-arrival_ns 2.00 \
    cts-buffers-inserted 3 \
    min_period_over_period_pct 97.1 \
    cts_hold_buf 0 \
    fp.dieH_um 85 \
]
layout make-up:
type,instances,area (µm²),share of cell area (%)
clock buffers,3,41.3,2.29
inverters,16,60.1,3.33
multi-input cells,112,935,51.8
flip-flops and latches,2,60.1,3.33
well taps,50,62.6,3.47
repair buffers,80,644,35.7
power groups by stage:
stage | clock network (µW) | registers, µW | logic (µW)
final | 122 | 40.6 | 259
after global routing | 130 | 40.9 | 286
after CTS | 127 | 39.8 | 258
path summary, 6_finish.rpt:
kind           start       to  cells after the start
min          cntr[0]  cntr[0]                      2
max reg2reg  cntr[0]  cntr[1]                      3
min reg2reg  cntr[0]  cntr[0]                      2
max           Q_i[1]   I_o[4]                      9
critical path, cell delays in order:
cell                              delay [ns]
sky130_fd_sc_hd__clkdlybuf4s15_2        0.20
sky130_fd_sc_hd__inv_2                  0.05
sky130_fd_sc_hd__ha_4                   0.15
sky130_fd_sc_hd__buf_4                  0.12
sky130_fd_sc_hd__buf_4                  0.14
sky130_fd_sc_hd__a31o_2                 0.20
sky130_fd_sc_hd__a221oi_2               0.26
sky130_fd_sc_hd__o22ai_1                0.11
sky130_fd_sc_hd__dlygate4sd2_1          0.24
metrics by stage:
step / hold WS (ns) / setup WS, ns / setup TNS, ns / power (µW)
global placement: 0.744 / -0.667 / -6.63 / 300
detailed placement: 0.744 / -0.621 / -6.52 / 300
CTS: 0.762 / -0.00782 / -0.00782 / 424
global route: 0.862 / 0.0107 / 0 / 457
finish: 0.819 / 0.0758 / 0 / 421
floorplan: 0.626 / 0.330 / 0 / 158
layout by cell type, fill, tap and decap left out, types with 3 or more instances in the layout:
cell type                          n
sky130_fd_sc_hd__a211oi_1          3
sky130_fd_sc_hd__a21oi_1           9
sky130_fd_sc_hd__buf_2             7
sky130_fd_sc_hd__buf_4            39
sky130_fd_sc_hd__buf_6             4
sky130_fd_sc_hd__clkbuf_2          5
sky130_fd_sc_hd__clkbuf_8          3
sky130_fd_sc_hd__clkdlybuf4s50_1  16
sky130_fd_sc_hd__dlygate4sd2_1     6
sky130_fd_sc_hd__ha_2              3
sky130_fd_sc_hd__inv_1            12
sky130_fd_sc_hd__inv_2             4
sky130_fd_sc_hd__mux2i_1           6
sky130_fd_sc_hd__nand2_1           9
sky130_fd_sc_hd__nand2b_1          3
sky130_fd_sc_hd__nor2_1           11
sky130_fd_sc_hd__nor3_1            5
sky130_fd_sc_hd__o21ai_0           3
sky130_fd_sc_hd__o221ai_1          5
sky130_fd_sc_hd__o22ai_1           5
sky130_fd_sc_hd__xnor2_1           4
routing by layer:
metal / vias up / routed length, µm
li1: 692 / -
met1: 608 / 1650
met2: 28 / 1860
met3: 0 / 151
met4: 0 / 0
met5: - / 0
repair_timing:
action / 4_1_cts / 5_1_grt
setup endpoints to repair: 14 / 10
gates resized: 65 / 20
cloned: 0 / 0
pin swaps: 17 / 12
buffers inserted: 2 / 1
cell families after synthesis:
| group | Yosys count | share of synthesized area [%] |
|---|---|---|
| and+or+nand+nor | 45 | 24.1 |
| adders and majority gates | 6 | 7.01 |
| buffers and inverters | 32 | 18.6 |
| DFF | 2 | 5.61 |
| xor gates and xnor gates | 4 | 3.27 |
| muxes | 6 | 5.61 |
| AOI/OAI and AO/OA | 51 | 35.9 |
No activity file was given, so power comes from the tool's default toggle rates.
